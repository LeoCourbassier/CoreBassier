[flow/config.mk]
export PLATFORM = sky130hd
export DESIGN_NAME = LCD
export DESIGN_NICKNAME = LCD
export VERILOG_FILES = /design/flow/design.v
export SDC_FILE = /design/flow/constraint.sdc
export NUM_CORES = 4
export LEC_CHECK = 1
export CORE_UTILIZATION = 30
[flow/constraint.sdc]
current_design LCD

set clk_period 2.4
set clk_io_pct 0.2

create_clock -name clk0 -period $clk_period [get_ports {iCLK_50MHZ}]

set non_clock_inputs [all_inputs -no_clocks]
set_input_delay [expr $clk_period * $clk_io_pct] -clock clk0 $non_clock_inputs
set_output_delay [expr $clk_period * $clk_io_pct] -clock clk0 [all_outputs]
[flow/design.v]
module LCD(iCLK_50MHZ, iRST_N, hex0, hex1, hex2, hex3, hex4, hex5,
	LCD_RS,LCD_E,LCD_RW,DATA_BUS);
input iCLK_50MHZ, iRST_N;
input [3:0] hex5, hex4, hex3, hex2, hex1, hex0;
output LCD_RS, LCD_E, LCD_RW;
inout [7:0] DATA_BUS;
parameter
HOLD = 4'h0,
FUNC_SET = 4'h1,
DISPLAY_ON = 4'h2,
MODE_SET = 4'h3,
Print_String = 4'h4,
LINE2 = 4'h5,
RETURN_HOME = 4'h6,
DROP_LCD_E = 4'h7,
RESET1 = 4'h8,
RESET2 = 4'h9,
RESET3 = 4'ha,
DISPLAY_OFF = 4'hb,
DISPLAY_CLEAR = 4'hc;
reg [3:0] state, next_command;
reg [7:0] DATA_BUS_VALUE;
wire [7:0] Next_Char;
reg [19:0] CLK_COUNT_400HZ;
reg [4:0] CHAR_COUNT;
reg CLK_400HZ, LCD_RW_INT, LCD_E, LCD_RS;
assign DATA_BUS = (LCD_RW_INT? 8'bZZZZZZZZ: DATA_BUS_VALUE);
display_string u1(
.index(CHAR_COUNT),
.out(Next_Char),
.hex5(hex5),
.hex4(hex4),
.hex3(hex3),
.hex2(hex2),
.hex1(hex1),
.hex0(hex0));
assign LCD_RW = LCD_RW_INT;
always @(posedge iCLK_50MHZ or negedge iRST_N)
	if (!iRST_N)
	begin
	   CLK_COUNT_400HZ <= 20'h00000;
	   CLK_400HZ <= 1'b0;
	end
	else if (CLK_COUNT_400HZ < 20'h0F424)
	begin
	   CLK_COUNT_400HZ <= CLK_COUNT_400HZ + 1'b1;
	end
	else
	begin
	  CLK_COUNT_400HZ <= 20'h00000;
	  CLK_400HZ <= ~CLK_400HZ;
	end
always @(posedge CLK_400HZ or negedge iRST_N)
	if (!iRST_N)
	begin
	 state <= RESET1;
	end
	else
	case (state)
	RESET1:			
	begin
	  LCD_E <= 1'b1;
	  LCD_RS <= 1'b0;
	  LCD_RW_INT <= 1'b0;
	  DATA_BUS_VALUE <= 8'h38;
	  state <= DROP_LCD_E;
	  next_command <= RESET2;
	  CHAR_COUNT <= 5'b00000;
	end
	RESET2:
	begin
	  LCD_E <= 1'b1;
	  LCD_RS <= 1'b0;
	  LCD_RW_INT <= 1'b0;
	  DATA_BUS_VALUE <= 8'h38;
	  state <= DROP_LCD_E;
	  next_command <= RESET3;
	end
	RESET3:
	begin
	  LCD_E <= 1'b1;
	  LCD_RS <= 1'b0;
	  LCD_RW_INT <= 1'b0;
	  DATA_BUS_VALUE <= 8'h38;
	  state <= DROP_LCD_E;
	  next_command <= FUNC_SET;
	end
	FUNC_SET:
	begin
	  LCD_E <= 1'b1;
	  LCD_RS <= 1'b0;
	  LCD_RW_INT <= 1'b0;
	  DATA_BUS_VALUE <= 8'h38;
	  state <= DROP_LCD_E;
	  next_command <= DISPLAY_OFF;
	end
	DISPLAY_OFF:
	begin
	  LCD_E <= 1'b1;
	  LCD_RS <= 1'b0;
	  LCD_RW_INT <= 1'b0;
	  DATA_BUS_VALUE <= 8'h08;
	  state <= DROP_LCD_E;
	  next_command <= DISPLAY_CLEAR;
	end
	DISPLAY_CLEAR:
	begin
	  LCD_E <= 1'b1;
	  LCD_RS <= 1'b0;
	  LCD_RW_INT <= 1'b0;
	  DATA_BUS_VALUE <= 8'h01;
	  state <= DROP_LCD_E;
	  next_command <= DISPLAY_ON;
	end
	DISPLAY_ON:
	begin
	  LCD_E <= 1'b1;
	  LCD_RS <= 1'b0;
	  LCD_RW_INT <= 1'b0;
	  DATA_BUS_VALUE <= 8'h0C;
	  state <= DROP_LCD_E;
	  next_command <= MODE_SET;
	end
	MODE_SET:
	begin
	  LCD_E <= 1'b1;
	  LCD_RS <= 1'b0;
	  LCD_RW_INT <= 1'b0;
	  DATA_BUS_VALUE <= 8'h06;
	  state <= DROP_LCD_E;
	  next_command <= Print_String;
	end
	Print_String:
	begin
	  state <= DROP_LCD_E;
	  LCD_E <= 1'b1;
	  LCD_RS <= 1'b1;
	  LCD_RW_INT <= 1'b0;
	  if (Next_Char[7:4] != 4'h0)
		DATA_BUS_VALUE <= Next_Char;
	  else if (Next_Char[3:0] >9)
		 DATA_BUS_VALUE <= {4'h4,Next_Char[3:0]}; 
	  else
		 DATA_BUS_VALUE <= {4'h3,Next_Char[3:0]};
	  if ((CHAR_COUNT < 31) && (Next_Char != 8'hFE))
	     CHAR_COUNT <= CHAR_COUNT + 1'b1;
	  else
	     CHAR_COUNT <= 5'b00000; 
	  if (CHAR_COUNT == 15)
	    next_command <= LINE2;
	  else if ((CHAR_COUNT == 31) || (Next_Char == 8'hFE))
	    next_command <= RETURN_HOME;
	  else
	    next_command <= Print_String;
	end
	LINE2:
	begin
	  LCD_E <= 1'b1;
	  LCD_RS <= 1'b0;
	  LCD_RW_INT <= 1'b0;
	  DATA_BUS_VALUE <= 8'hC0;
	  state <= DROP_LCD_E;
	  next_command <= Print_String;
	end
	RETURN_HOME:
	begin
	  LCD_E <= 1'b1;
	  LCD_RS <= 1'b0;
	  LCD_RW_INT <= 1'b0;
	  DATA_BUS_VALUE <= 8'h80;
	  state <= DROP_LCD_E;
	  next_command <= Print_String;
	end
	DROP_LCD_E:
	begin
	  LCD_E <= 1'b0;
	  state <= HOLD;
	end
	HOLD:
	begin
	  state <= next_command;
	end
	endcase
endmodule
module display_string(index,out,hex5,hex4,hex3,hex2,hex1,hex0);
input [4:0] index;
input [3:0] hex0,hex1,hex2,hex3,hex4,hex5;
output [7:0] out;
reg [7:0] out;
   always 
     case (index)
				5'h00: out <= 8'h4E; 
				5'h01: out <= 8'h75; 
				5'h02: out <= 8'h6D; 
				5'h03: out <= 8'h31; 
				5'h04: out <= 8'h3A; 
				5'h05: out <= {4'h0,hex1}; 
				5'h06: out <= {4'h0,hex0}; 
				5'h07: out <= 8'h20; 
				5'h08: out <= 8'h4E; 
				5'h09: out <= 8'h75; 
				5'h0A: out <= 8'h6D; 
				5'h0B: out <= 8'h32; 
				5'h0C: out <= 8'h3A; 
				5'h0D: out <= {4'h0,hex3}; 
				5'h0E: out <= {4'h0,hex2}; 
				5'h10: out <= 8'h52; 
				5'h11: out <= 8'h65; 
				5'h12: out <= 8'h73; 
				5'h13: out <= 8'h75; 
				5'h14: out <= 8'h6C; 
				5'h15: out <= 8'h74; 
				5'h16: out <= 8'h3A; 
				5'h17: out <= {4'h0,hex5}; 
				5'h18: out <= {4'h0,hex4}; 
				default: out <= 8'h20;
  endcase
endmodule
[flow/run.sh]
#!/bin/bash
# OpenROAD 26Q1-2900-gdf79404cd8, Yosys 0.63+post, stock flow scripts
make -C /OpenROAD-flow-scripts/flow DESIGN_CONFIG=/design/flow/config.mk WORK_HOME=/design/flow/orfs finish
==> changes_impl.md <==
### Physical design

* Status: completed
* Clock-pin slew on the worst setup and hold paths at 0.08 ns
* Post_cts resized at 0
* Max IR drop VDD at 0.430 mV
* Ao+oa area frac at 17.6%
* Sw Ratio at 19.9%
* # rows at 34
* Cell count after synthesis at 298
* Core area at 8810 sq um
* Worst setup margin at 0.689 ns
* Adder Area Share at 3.19%
* Non-Filler Instances at 423
* Finish-stage setup viols at 0
* Largest net degree at the start of global routing at 31
* Worst min path class: reg -> reg
* CTS Root Cell: clkbuf_8
* Worst Skew at 0.00342 ns
* Register pins left without a clock at 23
* Placed Cells at 419
* GRT Residual Overflow at 0
* Netlist Area Pre-Place at 2740 sq um
* Ys flop type: dfrtp_1
* Reg2Reg Depth at 6
* YS warnings at 3
* Int Pwr at 0.000737 W
* Simple Share, Synth at 23.1%
* Critical Path AT at 1.90 ns
* Yosys stat area at 2740 sq um
* Min cycle time layout at 1.71 ns
* Total Routed Length at 5330 um
* Pwr Density at 295 nW/um^2
* Fmax at 584 MHz
* GRT Util Overall at 11.6%
* Crit path kind: reg -> reg
* Placer Congestion at 0.823
* Share of cells above drive strength 1 at 6.35%
* Unrepaired setup endpoints after global routing: no
* CTS H-tree depth at 1
* Chip Width at 97.6 um
* CTS max path bufs at 2
* Dominant kind of combinational cell: simple AND/OR/NAND/NOR gates
* Dominant logic cell type in the layout: nor2_1
* Yosys stat cell total at 298
* Fin Hold WS at 0.520 ns
* Final ANT Viol Nets at 0
* DRT iter0 DRCs at 76
* Tool warnings at 29
* Via count at 2159
* Clock Power Share at 24.7%
* Final HPWL DP at 3720 um
* Number of hold buffers added after CTS at 0
* Final Hold Violating Endpoints at 0
* Setup tns final at 0 ns
* Crit path DRT at 2.59 ns
* Top cells by area: dfrtp_1 22%, edfxtp_1 21%, nor2_1 5.2%
* PortBufs at 27
* Wire per inst at 12.6 um
* End point of the critical path: CLK_COUNT_400HZ[4]
* First-pass GRT wire length at 9250 um
* Synth async-reset ratio at 56.8%
* Type of origin of the critical path: flop
* Initial antenna violation count at 0
* Hold path start: CLK_COUNT_400HZ[15]
* FP Util at 31.1%
* Post-synth top area cell: dfrtp_1
* TritonCTS Buffers at 3
* Crit. End Element: flop
* Avg Inst Size Synth at 9.20 sq um
* Cell Type Count at 60
* Max cap viols at 0
* Worst r2r src: CLK_COUNT_400HZ[8]
* Top cells excl fill/tap: 38 x nor2_1, 36 x nand2_1, 27 x clkdlybuf4s50_1
* CP startpoint: CLK_COUNT_400HZ[8]
* XORs/XNORs by Area at 5.43%
* Latency at later pin at 0.26 ns
* Mux cell area share at 1.82%
* DRT Pass-1 Iters at 21
* I/O pin cnt at 37
* Final Util at 35.5%
* LEAKAGE at 1.18 nW
* Register-to-register setup slack at 0.69 ns
* Post-synthesis sequential area ratio at 43.7%
* EDFF count, synth at 19
* Logic pwr share at 6.9%
* Reg-to-reg endpoint: CLK_COUNT_400HZ[4]
* Critical path peak fanout at 9
* Endpoints left unconstrained at 52
* CTS tree: yes
* Antenna diode count at 0
* Die area at 9530 sq um
* Worst slew margin at 46.7%
* DP Worst Slack at 0.701 ns
* Layout area overhead at 13.9%
* P_sw at 0.000184 W
* Die height at 97.6 um
* Final slew viol count at 0
* Setup bufs post-CTS at 0
* Seq pwr share at 68.4%
* Vias in the first global route at 1991
* Actual slew at the worst max-slew pin at 0.800 ns
* Vias/cell at 5.10
* Dominant cell area share at 21.9%
* Drt drc at 0
* Period Utilization, post-route at 71.3%
* #FFs+latches synth at 44
-- power by group through the flow --
stage | Clock, W | Combinational [W] | Sequential [W]
finish | 0.000228 | 0.0000633 | 0.000630
global route | 0.000249 | 0.0000701 | 0.000637
CTS | 0.000236 | 0.0000651 | 0.000634
-- layer usage --
layer / track usage [%] / share of wire (%) / up-vias
li1: - / - / 1099
met1: 18.7 / 52 / 1001
met2: 18.2 / 43 / 57
met3: 1.39 / 4.6 / 2
met4: 0.466 / 0.30 / 0
met5: 0 / 0 / -
-- cell type report --
| cell class | count | area, sq um |
|---|---|---|
| Timing Repair Buffer | 29 | 285 |
| Tap cell | 108 | 135 |
| Sequential cell | 44 | 1200 |
| Fill cell | 871 | 5680 |
| Multi-Input combinational cell | 228 | 1420 |
| Inverter | 10 | 37.5 |
| Clock buffer | 3 | 41.3 |
| Clock inverter | 1 | 5.00 |
-- Yosys cell counts (all sizes together) (2+ instances only) --
| cell | count |
|---|---|
| nand4 | 6 |
| clkbuf | 8 |
| and2b | 3 |
| and4 | 2 |
| a31oi | 5 |
| xor2 | 12 |
| nor2b | 3 |
| ha | 7 |
| nand3 | 10 |
| nor3 | 4 |
| mux2i | 5 |
| o211ai | 4 |
| dfrtp | 24 |
| a21o | 3 |
| o31ai | 4 |
| buf | 12 |
| edfxtp | 19 |
| inv | 10 |
| a32oi | 2 |
| o21bai | 3 |
| nand2 | 36 |
| xnor2 | 5 |
| a21boi | 2 |
| nand2b | 4 |
| and3 | 10 |
| nor4 | 4 |
| o221ai | 3 |
| o21ai | 17 |
| o32ai | 2 |
| nor2 | 38 |
| a21oi | 15 |
-- cell families (layout without fill, tap and decap cells) --
group,after synthesis,after routing
AND-OR/OR-AND,71,71
flip-flops,44,44
adder cells (fa/ha/maj),7,7
multiplexers,5,5
other,1,5
AND/OR/NAND/NOR,123,123
buffers and inverters,30,43
XOR/XNOR,17,17
-- critical path: stages, from the launching register on --
cell,delay (ns)
dfrtp_1,0.45
nor4_1,0.30
nand2_1,0.11
a21oi_1,0.16
o21ai_1,0.26
buf_4,0.27
nor2_1,0.10
-- metrics by stage --
| stage | instance area, sq um | total power [W] |
|---|---|---|
| 4_1_cts | 3120 | 0.000935 |
| 2_1_floorplan | 2760 | 0.000632 |
| 5_1_grt | 3120 | 0.000956 |
| 3_3_place_gp | 3080 | 0.000703 |
| 3_5_place_dp | 3080 | 0.000706 |
| 6_report | 3120 | 0.000921 |
-- sequential cells by signal, indices dropped and copies added, names as in the netlist --
register and flops:
state 4, CLK_400HZ 1, LCD_E 1, LCD_RS 1
DATA_BUS 8, next_command 4, CLK_COUNT_400HZ 20, CHAR_COUNT 5
-- how the worst min path moves through the flow --
stage | endpoint | slack, ns | cells past startpoint
after CTS | CLK_COUNT_400HZ[15] | 0.52 | 2
after global routing | CLK_COUNT_400HZ[14] | 0.58 | 2
final | CLK_COUNT_400HZ[15] | 0.52 | 2
Power and IR drop assume default switching activity.
